$ cat flow/design.v
module mic (
    input wire clk,               
    input wire mic_in0,    
    input wire mic_in1,    
    input wire mic_in2,    
    input wire mic_in3,    
    output wire i2s_data,         
    output wire i2s_clk,          
    output wire i2s_lrclk         
);
parameter SAMPLE_RATE = 48000;  
parameter word_len = 16;  
wire lrc_edge;
reg aud_lrc_d0 = 0;
reg [5:0] sample_counter = 0;  
reg [15:0] audio_data1 = 16'h0000;  
reg [15:0] audio_data2 = 16'h0000;
reg [15:0] audio_data3 = 16'h0000;
reg [15:0] audio_data4 = 16'h0000;
assign lrc_edge = i2s_lrclk ^ aud_lrc_d0;
always @(posedge i2s_clk  ) begin
        aud_lrc_d0 <= 1'b0;
        aud_lrc_d0 <= i2s_lrclk;
end
always @(posedge i2s_clk  ) begin
        if (sample_counter <= word_len) begin
            sample_counter <= sample_counter + 1;
            audio_data1 <= {audio_data1, mic_in0};  
            audio_data2 <= {audio_data2, mic_in1};
            audio_data3 <= {audio_data3, mic_in2};
            audio_data4 <= {audio_data4, mic_in3};
    end
end
assign i2s_clk = clk;      
assign i2s_lrclk = 1'b1;   
assign i2s_data = {audio_data1,audio_data2,audio_data3,audio_data4};
endmodule
$ cat flow/config.mk
export PLATFORM = sky130hd
export DESIGN_NAME = mic
export DESIGN_NICKNAME = mic
export VERILOG_FILES = /design/flow/design.v
export SDC_FILE = /design/flow/constraint.sdc
export NUM_CORES = 4
export LEC_CHECK = 1
export CORE_AREA = 10 10 70 70
export DIE_AREA = 0 0 80 80
$ cat flow/constraint.sdc
current_design mic

set clk_period 2.2
set clk_io_pct 0.2

create_clock -name clk0 -period $clk_period [get_ports {clk}]

set non_clock_inputs [all_inputs -no_clocks]
set_input_delay [expr $clk_period * $clk_io_pct] -clock clk0 $non_clock_inputs
set_output_delay [expr $clk_period * $clk_io_pct] -clock clk0 [all_outputs]
$ cat flow/run.sh
#!/bin/bash
# OpenROAD 26Q1-2900-gdf79404cd8, Yosys 0.63+post, stock flow scripts
make -C /OpenROAD-flow-scripts/flow DESIGN_CONFIG=/design/flow/config.mk WORK_HOME=/design/flow/orfs finish
==> results.cfg <==
; flow metrics
[status]
status = finished, final reports clean

[clock_tree]
clk_pin_slew_ns = 0.05
cts_resized = 1
postCtsHoldBufs = 0
post_cts_buffers = 0
cts_tree = yes
clock_latency_ns = 0.35

[timing]
worstMarginPinSlew_ns = 0.662
hold_viol = 0
finalSetupViolCount = 0
rsz0062_at_grt = no
slew_headroom_pct = 55.9
final-max-slew-violation-count = 0
fin_worst_skew_ns = 0.00111
tns_ns = 0

[finish]
syn_to_final_growth_pct = 36.4
comb_area_um2 = 97.6
fill_cells = 402
drive_above_1_share_pct = 18.2
flop_area_um2 = 210
stdcell_count = 79

[global_route]
globalRoute.totalOverflow = 0
antenna_found_initial = 0
grt_max_degree = 8
grt_pass1_wl_um = 952
grt_pass1_vias = 237
gr-usage-all-layers_pct = 1.78

[synth]
netlist_top_cells_count = edfxtp_1 (7), nand3_1 (3), xnor2_1 (3)
synth-async-reset-ratio_pct = 0
ys_cells = 25
top_cells_by_area = edfxtp_1 (64%), xnor2_1 (8.0%), ha_1 (7.6%)
top_area_share_pct = 63.6
yosysMostFrequentCell = edfxtp_1
ys_chip_area_um2 = 330
postSynthAreaPerCell_um2 = 13.2
synth_seq_share_pct = 63.6
yosys.area.top_type = edfxtp_1
ys_seq_elements = 7
synth_cell_type_count = 12
netlist_instances = 25
synth.cell_area_um2 = 330
ff_type = edfxtp_1
synth_warnings = 1
edf_count = 7

[floorplanning]
coreArea_mm2 = 0.00342
die_area_mm2 = 0.00640
io_pins = 8
fp-utilization_pct = 9.67
rows = 21
die_w_um = 80
die_y_um = 80

[detailed_routing]
vias = 206
post-route-drc-count = 0
drt_iter0_drc = 7
antenna_left = 0
post_drt_wl_per_cell_um = 6.92
wl_met2_um = 264
dr.pass1.iters = 4
antennaDiodeCount = 0
via_per_inst = 2.61
wirelength_um = 547
top_layer = met4
wl_met1_um = 193
dr_wl_met3_um = 71

[hold_path]
hp-class = flip-flop to flip-flop

[power_and_ir_drop]
finalPower_uw = 357
leakage_uw = 0.000165
powerDensity_mw_per_mm2 = 793
vdd_ir_drop_max_uv = 321

[setup_path]
path_class = clock port to output port
crit_fanout = 2
endpoint_kind = output port
worstPathRequired_ns = 1.76
cp-start-kind = clock port
crit_arrival_ns = 1.57

[place]
port_buffers = 3
hpwl_um = 357
place_congestion = 0.760
dp.cells = 72

[flow_run]
drv_cap = 0
warning_count = 30
placed cells by master (no fill, tap or decap):
| cell type | n |
|---|---|
| nor2_1 | 1 |
| and3_1 | 1 |
| conb_1 | 1 |
| clkbuf_1 | 1 |
| clkbuf_4 | 6 |
| nand2_1 | 1 |
| inv_1 | 2 |
| clkdlybuf4s50_1 | 2 |
| edfxtp_1 | 7 |
| nand3_1 | 3 |
| xor2_1 | 1 |
| dlygate4sd2_1 | 1 |
| xnor2_1 | 3 |
| a21oi_1 | 1 |
| ha_1 | 2 |
worst max-delay path: stages:
cell and delay (ns):
clkbuf_4 0.11, clkbuf_4 0.12, dlygate4sd2_1 0.23
report_power, final:
part	leakage [µW]	switching (µW)	total, µW	internal (µW)
sequential	0.0000788	0	145	145
clock	0.0000340	63.9	210	146
combinational	0.0000525	0.392	1.93	1.54
total	0.000165	64.3	357	293
area by class of cell:
cell class / instances / area share, %
multi-input cells: 14 / 21.7
flip-flops and latches: 7 / 46.7
well taps: 46 / 12.8
clock buffers: 8 / 12.8
repair buffers: 2 / 4.44
inverters: 2 / 1.67
worst paths after layout:
check / depth (start not counted) / to / slack, ns / start
setup / recovery: 3 / i2s_clk / 0.19 / clk
setup reg to reg: 4 / sample_counter[1] / 0.54 / sample_counter[0]
hold / removal: 1 / sample_counter[5] / 0.59 / sample_counter[5]
hold reg to reg: 1 / sample_counter[5] / 0.59 / sample_counter[5]
through the flow:
stage	cell area (µm²)	util [%]	hold slack [ns]	worst slack, ns
after floorplan	330	-	0.506	0.562
after global placement	403	11.8	0.577	0.293
after detailed placement	403	11.8	0.577	0.293
after CTS	450	13.2	0.589	0.176
after global routing	450	13.2	0.613	0.172
final	450	13.2	0.586	0.190
routing by layer:
metal	track usage, %	vias to the layer above
met3	0.909	4
met5	0	-
li1	-	97
met1	1.92	90
met2	2.57	15
met4	1.41	0
cells by family after synthesis:
kind of cell / after synthesis / share of synthesized area, %
DFF: 7 / 63.6
and+or+nand+nor: 6 / 8.71
xor gates and xnor gates: 4 / 10.6
buffers and inverters: 4 / 6.82
adders and majority gates: 2 / 7.57
AOI/OAI and AO/OA: 1 / 1.51
other: 1 / 1.14
state kept, by name, indices dropped and copies added, names as in the netlist:
register        cells
sample_counter      6
audio_data4         1
No activity file was given, so power comes from the tool's default toggle rates.
